### flow/design.v
module bridge_rtl(
input hclk,hresetn,hselapb,hwrite,
input [1:0] htrans,input[31:0] haddr,
input [31:0] hwdata,
input [31:0] prdata,
output reg [31:0] paddr,pwdata,
output reg psel,penable,pwrite,
output reg hresp,hready,
output reg [31:0] hrdata
);
  parameter idle = 3'b000;
  parameter read = 3'b001;
  parameter wwait = 3'b010;
  parameter write = 3'b011;
  parameter write_p = 3'b100;
  parameter wenable_p =3'b101;
  parameter wenable = 3'b110;
  parameter renable = 3'b111; 
  reg[31:0] haddr_temp,hwdata_temp;
  reg[2:0] present_state,next_state;
  reg valid,hwrite_temp;
  always@(*)
  	begin
	   if(hselapb == 1'b1 && (htrans == 2'b10 || htrans == 2'b11))
		valid = 1'b1;
		else
		valid = 1'b0;
                if(hresetn == 1'b0)
		    present_state = idle;
		  else
		    present_state = next_state;
    end
    always@(present_state)
	begin
		case(present_state)
			idle:
			    begin
			       psel = 1'b0;
			       penable = 1'b0;
 				hready = 1'b1;
   				if(valid == 1'b0)
				    next_state = idle;
				    else if(valid == 1'b1 && hwrite ==1'b0)
					next_state = read;
 					else if(valid == 1'b1 && hwrite ==1'b1)
					next_state = wwait;
			end
		read:
		   begin
	 	 	psel = 1'b1;
		 	paddr = haddr;
			pwrite = 1'b0;
			penable = 1'b0;
			hready = 1'b0;
			next_state = renable;
		end
		renable :
		 	begin
				penable = 1'b1;
				hrdata = prdata;
				hready = 1'b1;
				if(valid == 1'b1 && hwrite ==1'b0)
 	 	 	 		next_state =read;
                                	else if(valid == 1'b1 && hwrite ==1'b1)
 	 	 	 			next_state =wwait;
						else if(valid == 1'b0)
 	 	 	 		next_state =idle;
			end
		wwait: 
		    begin
 	 	 	penable = 1'b0;
			haddr_temp = haddr;
			hwrite_temp = hwrite;
			if(valid == 1'b0)
				next_state = write;
				else if(valid == 1'b1)
				    next_state = write_p;
      		end
		write : 
		   begin
			psel = 1'b1;
			paddr = haddr_temp;
			pwdata = hwdata;
			pwrite = 1'b1;
			penable = 1'b0;
			hready = 1'b0;
			if(valid == 1'b0)
				next_state = wenable;
				else if(valid == 1'b1)
					next_state = wenable_p;
		end
		write_p :
			begin
			psel = 1'b1;
			paddr = haddr_temp;
			pwdata = hwdata;
			pwrite = 1'b1;
			penable = 1'b0;
			hready = 1'b0;
			hwrite_temp = hwrite;
			next_state = wenable_p;
		end
 	    wenable :
		begin
		     penable = 1'b1;
		     hready = 1'b1;
		     if(valid == 1'b1 && hwrite == 1'b0)
			next_state = read;
			else if(valid == 1'b1 && hwrite == 1'b1)
			  next_state = wwait;
			  else if(valid == 1'b0)
				next_state = idle;
		end
	 wenable_p :
		begin
		     penable = 1'b1;
		     hready = 1'b1;
		     if(valid == 1'b0 && hwrite == 1'b0)
			next_state = write;
			else if(valid == 1'b1 && hwrite == 1'b1)
			  next_state = write_p;
			  else if(hwrite == 1'b0)
				next_state = read;
		end
		endcase
	end
endmodule
### flow/run.sh
#!/bin/bash
# OpenROAD 26Q1-2900-gdf79404cd8, Yosys 0.63+post, stock flow scripts
make -C /OpenROAD-flow-scripts/flow DESIGN_CONFIG=/design/flow/config.mk WORK_HOME=/design/flow/orfs finish
### flow/config.mk
export PLATFORM = sky130hd
export DESIGN_NAME = bridge_rtl
export DESIGN_NICKNAME = bridge_rtl
export VERILOG_FILES = /design/flow/design.v
export SDC_FILE = /design/flow/constraint.sdc
export NUM_CORES = 4
export LEC_CHECK = 1
export CORE_UTILIZATION = 40
### flow/constraint.sdc
current_design bridge_rtl

set clk_period 1.0
set clk_io_pct 0.2

create_clock -name clk0 -period $clk_period

set non_clock_inputs [all_inputs -no_clocks]
set_input_delay [expr $clk_period * $clk_io_pct] -clock clk0 $non_clock_inputs
set_output_delay [expr $clk_period * $clk_io_pct] -clock clk0 [all_outputs]
==> metrics.cfg <==
[routing]
detailedRoute.firstIterationViolations = 73
antenna_cells_inserted = 0
remaining_drc_errors = 0
post_drt_via_cell_ratio = 4.38
detail_route.wl_per_cell_um = 15.0
drt_pass1_iterations = 4
antenna_violating_nets_post_route = 0
routed-via-count = 2116
detail_route.wirelength_um = 7230

[setup_path]
critical_path_end_type = output port
critPathLaunchType = input pin
critPathRequiredTime_ns = 0.80
cp_max_fo = 2
crit_start = hresetn
criticalPathCategory = in2out
worst-endpoint-arrival_ns = 0.71

[place]
gp_congestion = 0.837
hpwl_um = 6140
buffer_ports.inserted = 200
pre_cts_slack_ns = -0.476
place_inst = 483

[sta]
worst_slack_ns = 0.0918
final-hold-violation-count = 0
unclocked_regs = 134
max_freq_ghz = 1.10
hold-worst-slack_ns = 0.890
min_period_over_period_pct = 90.8
slew-limit-headroom_pct = 47.6
setup_viol = 0
grt_setup_unrepaired = false
final-max-slew-violation-count = 0
untimed_endpoints = 233
tightestPinTransition_ns = 0.786
period_needed_ns = 0.908

[floorplanning]
floorplan.die.width_um = 85.2
area_of_the_core_region_um2 = 6530
floorplan.rows = 29
floorplan.die.height_um = 85.2
initial_standard_cell_utilization_of_the_core_pct = 42.4
top_level_ports = 203
die-area_um2 = 7260

[clock_tree]
cts_stage_hold_buffer_count = 0
cts_resized = 4
postCtsSetupRepairBufs = 0

[global_route]
globalRouteOverflowTotal = 0
groute.layer.met1.usage_pct = 31.1
grt_first_pass_wirelength_um = 10700
antenna_found_initial = 0
grt_usage_pct = 20.1
pin_count_of_the_biggest_net_entering_global_routing = 64
groute.layer.met2.usage_pct = 34.5
gr-usage-met3_pct = 0.888
first_global_vias = 1824
globalRoute.busiestLayer = met2

[hold_path]
hold_path.startpoint = hresetn
hold_end = penable
timing.hold.worst_path_depth = 3
timing.hold.worst.class = in2out

[yosys]
netlist_instances = 209
per_instance_average_area_after_synthesis_um2 = 13.3
yosys_warnings = 29
syn-cell-area_um2 = 2770
numSynthFlops = 134
ys_cells = 209
synth.top_cell.area_share_pct = 72.6
post-synth-top-area-cell = sky130_fd_sc_hd__dlxtn_1
post_synth_main_area_contributors = sky130_fd_sc_hd__dlxtn_1, sky130_fd_sc_hd__mux2_4, sky130_fd_sc_hd__buf_6
yosys.cell_types.count = 28
ys_chip_area_um2 = 2770

[pwr]
report.power.total_mw = 1.28
power_density_nw_per_um2 = 265
vdd.ir_drop.worst_mv = 0.164
cellLeakagePower_nw = 2.29

[run_status]
result_of_the_run = finished, final reports clean

[layout]
layout.cells.non_filler = 483
final_layout_size_suffix_gt1_share_pct = 9.36
area_growth_pct = 74.7

[flow_run]
cap_viol_max_count = 0
log.warning_count = 35

## cells in the final DEF, fill, tap and decap left out, types with 2 or more instances in the layout
cell type,n
sky130_fd_sc_hd__clkdlybuf4s50_1,198
sky130_fd_sc_hd__mux2i_1,2
sky130_fd_sc_hd__nand3_1,2
sky130_fd_sc_hd__mux2_4,28
sky130_fd_sc_hd__o21ai_0,3
sky130_fd_sc_hd__mux2_1,4
sky130_fd_sc_hd__dlxtn_1,134
sky130_fd_sc_hd__nor2b_1,3
sky130_fd_sc_hd__a32o_1,2
sky130_fd_sc_hd__buf_4,4
sky130_fd_sc_hd__nand2_1,4
sky130_fd_sc_hd__inv_1,4
sky130_fd_sc_hd__a21oi_1,2
## synth_stat cells (all sizes together)
cell    count
nor2b       4
a32o        2
and2        1
buf         5
a21oi       2
a211oi      1
nand2       5
mux2       33
o21ai       3
nor2        1
clkbuf      2
nand2b      1
nor3        1
dlxtn     134
a22o        1
conb        1
nand4       1
mux2i       2
a31o        1
or2         1
inv         4
o211a       1
nand3       2
## cell type report
type | instances | area, um^2
Timing Repair Buffer | 204 | 2030
Sequential cell | 134 | 2010
Fill cell | 447 | 1690
Multi-Input combinational cell | 64 | 683
Tap cell | 77 | 96.3
Inverter | 4 | 15.0
## sequential cells by signal, indices dropped and copies added (netlist names)
name / count
next_state: 3
pwdata: 32
psel: 1
hready: 1
pwrite: 1
hrdata: 32
haddr_temp: 32
paddr: 32
## through the flow
stage	TNS [ns]	instance area, um^2	util, %
final	0	4840	74.1
after global routing	0	4840	74.1
after CTS	0	4840	74.1
after detailed placement	-0.476	4840	74.1
after global placement	-0.475	4840	74.1
after floorplan	0	2770	-
## worst max-delay path by stage
stage,to,slack (ns),cells past startpoint
final,penable,0.09,3
after global routing,penable,0.05,3
after CTS,penable,0.08,3
## worst max-delay path: stages
cell	delay [ns]
sky130_fd_sc_hd__clkdlybuf4s15_2	0.18
sky130_fd_sc_hd__o211a_1	0.09
sky130_fd_sc_hd__dlygate4sd2_1	0.23
## cells by family after synthesis
group / synth area share (%)
and+or+nand+nor: 3.70
AOI/OAI and AO/OA: 2.89
latches: 72.6
buffers and inverters: 2.71
other: 0.135
muxes: 17.9
## layer usage
metal,share of wire [%],routed length [um],vias up
met2,52,3740,61
met4,0.75,54,0
met5,0,0,-
met1,44,3150,982
li1,-,-,1069
met3,4.0,289,4
## where the power goes
group | internal [mW] | total [mW] | switching (mW)
clock network | 0 | 0 | 0
logic | 0.735 | 0.886 | 0.151
registers | 0.337 | 0.396 | 0.0597
Power and IR drop assume default switching activity.
