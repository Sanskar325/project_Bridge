[design/flow/run.sh]
#!/bin/bash
# OpenROAD 26Q1-2900-gdf79404cd8, Yosys 0.63+post, stock flow scripts
make -C /OpenROAD-flow-scripts/flow DESIGN_CONFIG=/design/flow/config.mk WORK_HOME=/design/flow/orfs finish
[design/flow/config.mk]
export PLATFORM = sky130hd
export DESIGN_NAME = AHB_slave
export DESIGN_NICKNAME = AHB_slave
export VERILOG_FILES = /design/flow/design.v
export SDC_FILE = /design/flow/constraint.sdc
export NUM_CORES = 4
export LEC_CHECK = 1
export CORE_AREA = 10 10 154 154
export DIE_AREA = 0 0 164 164
[design/flow/constraint.sdc]
current_design AHB_slave

set clk_period 1.4
set clk_io_pct 0.2

create_clock -name clk0 -period $clk_period [get_ports {Hclk}]

set non_clock_inputs [all_inputs -no_clocks]
set_input_delay [expr $clk_period * $clk_io_pct] -clock clk0 $non_clock_inputs
set_output_delay [expr $clk_period * $clk_io_pct] -clock clk0 [all_outputs]
[design/flow/design.v]
module AHB_slave(Hclk,Hresetn,Hwrite,Hreadyin,Htrans,Haddr,Hwdata,
			   Prdata,valid,Haddr1,Haddr2,Hwdata1,Hwdata2,Hrdata,Hwritereg,tempselx,Hresp);
input Hclk,Hresetn;
input Hwrite,Hreadyin;
input [1:0] Htrans;
input [31:0] Haddr,Hwdata,Prdata;
output reg valid;
output reg [31:0] Haddr1,Haddr2,Hwdata1,Hwdata2;
output [31:0] Hrdata; 
output reg Hwritereg;
output reg [2:0] tempselx;
output  [1:0] Hresp;
	always @(posedge Hclk)
		begin
			if (~Hresetn)
				begin
					Haddr1<=0;
					Haddr2<=0;
				end
			else
				begin
					Haddr1<=Haddr;
					Haddr2<=Haddr1;
				end
		end
	always @(posedge Hclk)
		begin
			if (~Hresetn)
				begin
					Hwdata1<=0;
					Hwdata2<=0;
				end
			else
				begin
					Hwdata1<=Hwdata;
					Hwdata2<=Hwdata1;
				end
		end
	always @(posedge Hclk)
		begin	
			if (~Hresetn)
				Hwritereg<=0;
			else
				Hwritereg<=Hwrite;
		end
	always @(Hreadyin,Haddr,Htrans,Hresetn)
		begin
			valid=0;
			if (Hresetn && Hreadyin && (Haddr>=32'h8000_0000 && Haddr<32'h8C00_0000) && (Htrans==2'b10 || Htrans==2'b11) )
				valid=1;
		end
	always @(Haddr,Hresetn)
		begin
			tempselx=3'b000;
			if (Hresetn && Haddr>=32'h8000_0000 && Haddr<32'h8400_0000)
				tempselx=3'b001;
			else if (Hresetn && Haddr>=32'h8400_0000 && Haddr<32'h8800_0000)
				tempselx=3'b010;
			else if (Hresetn && Haddr>=32'h8800_0000 && Haddr<32'h8C00_0000)
				tempselx=3'b100;
		end
assign Hrdata = Prdata;
assign Hresp=2'b00;
endmodule
==> job_summary.md <==
### Flow metrics

| Metric | Value |
|---|---|
| Global route overflow | `0` |
| Most frequent logic cell in the layout | `dlygate4sd2_1` |
| Fmax | `0.712 GHz` |
| Required time of the critical path | `1120 ps` |
| CORE AREA | `20300 um^2` |
| Ao+oa area frac | `0.398%` |
| Pin count of the biggest net entering global routing | `84` |
| Termination of the worst setup path | `tempselx[2]` |
| Diode count | `0` |
| CTS Buffer Depth | `2` |
| Die ar. | `26900 um^2` |
| CTS Buf Count | `17` |
| Fin worst setup slack | `-4.90 ps` |
| Final setup fails | `1` |
| Worst reg2reg path endpoint | `Hwdata2[8]` |
| CP max FO | `4` |
| Worst vdd ir | `0.621 mV` |
| Worst Hold Class | `in -> reg` |
| Cells after Synth | `313` |
| Via Count | `2619` |
| Hold depth | `2` |
| Design Power | `9.06 mW` |
| Slew Limit Fails | `0` |
| Die W | `164 um` |
| WS Path Type | `in -> out` |
| FP Util | `18.6%` |
| Clock Tree Root | `clkbuf_16` |
| Mux share | `0%` |
| Total of max-cap violations | `0` |
| Synth Area per Inst | `12.0 um^2` |
| Leak | `3.03 nW` |
| Comb power frac | `6.3%` |
| Filler Cells Inserted | `2033` |
| Crit-path cells | `buf_6, nand4bb_4, buf_4, nor4b_4, buf_2` |
| Most frequent cells in the layout | `dlygate4sd2_1 (131), and2_1 (129), dfxtp_1 (77)` |
| Instance count on the critical path | `5` |
| Placed instance count | `740` |
| First-pass GRT wire length | `16.8 mm` |
| Ports | `269` |
| CP Capture Type | `primary output` |
| Yosys simple share | `22.4%` |
| RSZ-0062 raised after global routing | `yes` |
| Crit path max-delay family | `simple AND/OR/NAND/NOR gates` |
| Port bufs | `201` |
| Total GRT Usage | `8.02%` |
| Routed WL | `11.1 mm` |
| Vias in the first global route | `2875` |
| Yosys xor share | `0%` |
| Tool Warnings | `28` |
| CP bufs+invs | `3` |
| CTS sink count | `129` |
| Fin Clk Skew | `6.17 ps` |
| Seq pwr share | `43.2%` |
| Slowest cell delay on critical path | `250 ps` |
| R2r setup slk | `710 ps` |
| Total power divided by cell area | `1410 nW/um^2` |
| Adders+Majority by Area | `0%` |
| YS warnings | `1` |
| CTS Hold Bufs | `0` |
| Register area | `2650 um^2` |
| RD Place Congestion | `0.767` |
| NetSw | `1.83 mW` |
| Hold Vio Cnt, Final | `0` |
| R2R Path Start | `Hwdata1[8]` |
| Clock power share | `50.4%` |
| Chip area in the Yosys report | `3770 um^2` |
| FF+latch count, synth | `129` |
| Pint | `7.23 mW` |
| Hold Slack | `119 ps` |
| # Cells Yosys | `313` |
| Min cycle time layout | `1400 ps` |
| Outcome | `finished, violations left` |
| CTS tree | `done` |
| WL/cell | `14.3 um` |
| Vias per cell | `3.36` |
| Initial antenna violation count | `0` |
| Synth unique cells | `12` |
| Worst reg2reg path depth | `2` |
| Cycle use final | `100%` |
| Failing checks | `setup timing` |
| Post-DRT Antenna Nets | `0` |
| Critical-path top delay cell | `nand4bb_4` |
| Clock transition at path regs | `60 ps` |
| Combinational gate area | `936 um^2` |
| Post-Layout Cell Count | `779` |
| Die H | `164 um` |
| DRT iter0 DRCs | `70` |
| CP startpoint | `Haddr[28]` |
| Register share after synthesis | `68.5%` |
| Mapped Area | `3770 um^2` |
| Area delta synth->final | `70.5%` |
| Arr. time, crit path | `1120 ps` |
| Clk Latency, worst-skew pair | `400 ps` |
| Share of cells above drive strength 1 | `21.6%` |
| CP Launch Type | `input pin` |
| Hpwl dp | `8.50 mm` |
| H-tree depth | `4` |
| Site Rows | `52` |
| DRC viols | `0` |
| Top non-seq family | `simple AND/OR/NAND/NOR gates` |
| Sw frac | `20.2%` |
| 1st-pass router iterations | `4` |
worst reg2reg max path: cells and delay by family, from the launching register on:
| family | cells | cell delay [ps] |
|---|---|---|
| buffers and inverters | 1 | 130 |
| DFF | 1 | 320 |
| and+or+nand+nor | 1 | 140 |
what timing repair did:
| action | CTS | global route |
|---|---|---|
| setup endpoints to repair | 133 | 51 |
| gates cloned | 0 | 0 |
| buffers inserted | 7 | 0 |
| pin swaps | 4 | 1 |
| gates resized | 219 | 9 |
cells by family (layout without fill, tap and decap cells):
family	Yosys count	in the layout
other	1	2
AND-OR/OR-AND	1	1
flip-flops	129	129
AND/OR/NAND/NOR	134	134
buffers and inverters	48	243
registers in the layout, summed over array words and instances, names as in the netlist:
| register | cells |
|---|---|
| Hwritereg | 1 |
| Hwdata2 | 32 |
| Hwdata1 | 32 |
| Haddr2 | 32 |
| Haddr1 | 32 |
final cells by class:
| type | instances | area share [%] |
|---|---|---|
| clock buffers | 21 | 7.32 |
| clock inverters | 11 | 2.37 |
| well taps | 270 | 5.25 |
| repair buffers | 211 | 29.3 |
| flip-flops and latches | 129 | 41.2 |
| multi-input cells | 137 | 14.6 |
per-layer routing:
metal  vias to the layer above  wire length, um  track usage [%]  part of all wire, %
met5                         -                0                0                    0
met1                      1177             4680             9.94                   42
met3                        28             1240             3.76                   11
li1                       1284                -                -                    -
met2                       130             5020             12.8                   45
met4                         0              166             1.38                  1.5
synth_stat cells, drive strengths merged:
cell / n / area (um^2)
a2111oi: 1 / 15.0
and2: 129 / 807
buf: 36 / 265
clkbuf: 12 / 58.8
conb: 1 / 3.75
dfxtp: 129 / 2580
nand2: 1 / 3.75
nand4bb: 1 / 11.3
nor4: 1 / 6.26
nor4b: 2 / 17.5
power groups by stage:
stage	Clock, mW	Combinational (mW)	Sequential, mW
4_1_cts	4.72	0.595	3.92
5_1_grt	4.89	0.641	3.94
6_report	4.57	0.575	3.92
metrics by stage:
stage / setup TNS, ps / instance area, um^2 / setup slack, ps / util [%]
6_report: -4.90 / 6430 / -4.90 / 31.7
5_1_grt: -76.9 / 6430 / -34.5 / 31.7
4_1_cts: -32.0 / 6430 / -25.8 / 31.7
3_5_place_dp: -14810 / 5820 / -723 / 28.7
3_3_place_gp: -10670 / 5820 / -690 / 28.7
2_1_floorplan: 0 / 3770 / 351 / -
worst min path at each step:
stage         start          to
6_report  Haddr[29]  Haddr1[29]
5_1_grt   Haddr[29]  Haddr1[29]
4_1_cts   Haddr[29]  Haddr1[29]
Power and IR drop assume default switching activity.
