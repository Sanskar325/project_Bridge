==> /design/flow/design.v <==
module controller( Hclk,Hresetn,valid,Haddr1,Haddr2,Hwdata1,Hwdata2,Prdata,Hwrite,Haddr,Hwdata,Hwritereg,tempselx, 
			   Pwrite,Penable,Pselx,Paddr,Pwdata,Hreadyout);
input Hclk,Hresetn,valid,Hwrite,Hwritereg;
input [31:0] Hwdata,Haddr,Haddr1,Haddr2,Hwdata1,Hwdata2,Prdata;
input [2:0] tempselx;
output reg Pwrite,Penable;
output reg Hreadyout;  
output reg [2:0] Pselx;
output reg [31:0] Paddr,Pwdata;
parameter ST_IDLE=3'b000;
parameter ST_WWAIT=3'b001;
parameter ST_READ= 3'b010;
parameter ST_WRITE=3'b011;
parameter ST_WRITEP=3'b100;
parameter ST_RENABLE=3'b101;
parameter ST_WENABLE=3'b110;
parameter ST_WENABLEP=3'b111;
reg [2:0] PRESENT_STATE,NEXT_STATE;
always @(posedge Hclk)
 begin:PRESENT_STATE_LOGIC
  if (~Hresetn)
    PRESENT_STATE<=ST_IDLE;
  else
    PRESENT_STATE<=NEXT_STATE;
 end
always @(PRESENT_STATE,valid,Hwrite,Hwritereg)
 begin:NEXT_STATE_LOGIC
  case (PRESENT_STATE)
 	ST_IDLE:begin
		 if (~valid)
		  NEXT_STATE=ST_IDLE;
		 else if (valid && Hwrite)
		  NEXT_STATE=ST_WWAIT;
		 else 
		  NEXT_STATE=ST_READ;
		end    
	ST_WWAIT:begin
		 if (~valid)
		  NEXT_STATE=ST_WRITE;
		 else
		  NEXT_STATE=ST_WRITEP;
		end
	ST_READ: begin
		   NEXT_STATE=ST_RENABLE;
		 end
	ST_WRITE:begin
		  if (~valid)
		   NEXT_STATE=ST_WENABLE;
		  else
		   NEXT_STATE=ST_WENABLEP;
		 end
	ST_WRITEP:begin
		   NEXT_STATE=ST_WENABLEP;
		  end
	ST_RENABLE:begin
		     if (~valid)
		      NEXT_STATE=ST_IDLE;
		     else if (valid && Hwrite)
		      NEXT_STATE=ST_WWAIT;
		     else
		      NEXT_STATE=ST_READ;
		   end
	ST_WENABLE:begin
		     if (~valid)
		      NEXT_STATE=ST_IDLE;
		     else if (valid && Hwrite)
		      NEXT_STATE=ST_WWAIT;
		     else
		      NEXT_STATE=ST_READ;
		   end
	ST_WENABLEP:begin
		      if (~valid && Hwritereg)
		       NEXT_STATE=ST_WRITE;
		      else if (valid && Hwritereg)
		       NEXT_STATE=ST_WRITEP;
		      else
		       NEXT_STATE=ST_READ;
		    end
	default: begin
		   NEXT_STATE=ST_IDLE;
		  end
  endcase
 end
reg Penable_temp,Hreadyout_temp,Pwrite_temp;
reg [2:0] Pselx_temp;
reg [31:0] Paddr_temp, Pwdata_temp;
always @(*)
 begin:OUTPUT_COMBINATIONAL_LOGIC
   case(PRESENT_STATE)
	ST_IDLE: begin
			  if (valid && ~Hwrite) 
			   begin:IDLE_TO_READ
			        Paddr_temp=Haddr;
				Pwrite_temp=Hwrite;
				Pselx_temp=tempselx;
				Penable_temp=0;
				Hreadyout_temp=0;
			   end
			  else if (valid && Hwrite)
			   begin:IDLE_TO_WWAIT
			        Pselx_temp=0;
				Penable_temp=0;
				Hreadyout_temp=1;			   
			   end
			  else
                            begin:IDLE_TO_IDLE
			        Pselx_temp=0;
				Penable_temp=0;
				Hreadyout_temp=1;	
			   end
		     end    
	ST_WWAIT:begin
	          if (~valid) 
			   begin:WAIT_TO_WRITE
			    Paddr_temp=Haddr1;
				Pwrite_temp=1;
				Pselx_temp=tempselx;
				Penable_temp=0;
				Pwdata_temp=Hwdata;
				Hreadyout_temp=0;
			   end
			  else 
			   begin:WAIT_TO_WRITEP
			    Paddr_temp=Haddr1;
				Pwrite_temp=1;
				Pselx_temp=tempselx;
				Pwdata_temp=Hwdata;
				Penable_temp=0;
				Hreadyout_temp=0;		   
			   end
		     end  
	ST_READ: begin:READ_TO_RENABLE
			  Penable_temp=1;
			  Hreadyout_temp=1;
		     end
	ST_WRITE:begin
              if (~valid) 
			   begin:WRITE_TO_WENABLE
				Penable_temp=1;
				Hreadyout_temp=1;
			   end
			  else 
			   begin:WRITE_TO_WENABLEP 
				Penable_temp=1;
				Hreadyout_temp=1;		   
			   end
		     end
	ST_WRITEP:begin:WRITEP_TO_WENABLEP
               Penable_temp=1;
			   Hreadyout_temp=1;
		      end
	ST_RENABLE:begin
	            if (valid && ~Hwrite) 
				 begin:RENABLE_TO_READ
					Paddr_temp=Haddr;
					Pwrite_temp=Hwrite;
					Pselx_temp=tempselx;
					Penable_temp=0;
					Hreadyout_temp=0;
				 end
			  else if (valid && Hwrite)
			    begin:RENABLE_TO_WWAIT
			     Pselx_temp=0;
				 Penable_temp=0;
				 Hreadyout_temp=1;			   
			    end
			  else
                begin:RENABLE_TO_IDLE
			     Pselx_temp=0;
				 Penable_temp=0;
				 Hreadyout_temp=1;	
			    end
		       end
	ST_WENABLEP:begin
                 if (~valid && Hwritereg) 
			      begin:WENABLEP_TO_WRITEP
			       Paddr_temp=Haddr2;
				   Pwrite_temp=Hwrite;
				   Pselx_temp=tempselx;
				   Penable_temp=0;
				   Pwdata_temp=Hwdata;
				   Hreadyout_temp=0;
				  end
			    else 
			     begin:WENABLEP_TO_WRITE_OR_READ 
			      Paddr_temp=Haddr2;
				  Pwrite_temp=Hwrite;
				  Pselx_temp=tempselx;
				  Pwdata_temp=Hwdata;
				  Penable_temp=0;
				  Hreadyout_temp=0;		   
			     end
		        end
	ST_WENABLE :begin
	             if (~valid && Hwritereg) 
			      begin:WENABLE_TO_IDLE
				   Pselx_temp=0;
				   Penable_temp=0;
				   Hreadyout_temp=0;
				  end
			    else 
			     begin:WENABLE_TO_WAIT_OR_READ 
				  Pselx_temp=0;
				  Penable_temp=0;
				  Hreadyout_temp=0;		   
			     end
		        end
 endcase
end
always @(posedge Hclk)
 begin
  if (~Hresetn)
   begin
    Paddr<=0;
	Pwrite<=0;
	Pselx<=0;
	Pwdata<=0;
	Penable<=0;
	Hreadyout<=0;
   end
  else
   begin
        Paddr<=Paddr_temp;
	Pwrite<=Pwrite_temp;
	Pselx<=Pselx_temp;
	Pwdata<=Pwdata_temp;
	Penable<=Penable_temp;
	Hreadyout<=Hreadyout_temp;
   end
 end
endmodule
==> /design/flow/run.sh <==
#!/bin/bash
# OpenROAD 26Q1-2900-gdf79404cd8, Yosys 0.63+post, stock flow scripts
make -C /OpenROAD-flow-scripts/flow DESIGN_CONFIG=/design/flow/config.mk WORK_HOME=/design/flow/orfs finish
==> /design/flow/config.mk <==
export PLATFORM = sky130hd
export DESIGN_NAME = controller
export DESIGN_NICKNAME = controller
export VERILOG_FILES = /design/flow/design.v
export SDC_FILE = /design/flow/constraint.sdc
export NUM_CORES = 4
export LEC_CHECK = 1
export CORE_AREA = 10 10 203 203
export DIE_AREA = 0 0 213 213
==> /design/flow/constraint.sdc <==
current_design controller

set clk_period 2.1
set clk_io_pct 0.2

create_clock -name clk0 -period $clk_period [get_ports {Hclk}]

set non_clock_inputs [all_inputs -no_clocks]
set_input_delay [expr $clk_period * $clk_io_pct] -clock clk0 $non_clock_inputs
set_output_delay [expr $clk_period * $clk_io_pct] -clock clk0 [all_outputs]
==> metrics.sh <==
FMAXACHIEVABLE_MHz=598.0
CHIP_AREA_UM2=45370
LAYOUT-DRIVE-GT1-SHARE_PCT=5.587
TIMING.CRITICAL_PATH.SLOWEST_CELL_DELAY_NS=0.59
CTS_TREE='done'
POWER_mW=4.002
GRT-OVFL-TOTAL=0
FF2FF_PATH_DEPTH=2
FINAL-HOLD-VIOLATION-COUNT=0
CLOCK_POWER_SHARE_PCT=41.7
POSTCTSRESIZEDCELLS=0
TOOL_WARNINGS=121
FLOORPLAN.DIE.WIDTH_UM=213
NUMBER_OF_VIOLATIONS_OF_THE_MAX_CAPACITANCE_LIMIT=0
MIN_PATH_CELLS=2
IO_PINS=302
FIN_SETUP_TNS_NS=0
SYNTHESIS.AREA_PER_INSTANCE_UM2=11.63
WORST_HOLD_PATH_TYPE='input pin to register'
FLOORPLAN.CORE_UTIL_PCT=10.40
CP.DEPTH=1
SYNTHCELLS=328
TOTAL_SWITCHING_POWER_mW=0.9519
CLOCK_TREE_SKEW_AFTER_FINAL_LAYOUT_NS=0.0006359
LAYOUT_MIN_CYCLE_TIME_NS=1.672
TIMING.CRITICAL_PATH.BUF_INV=1
CLK-INSERTION-DELAY-LATE_NS=0.35
GRT_UTIL_ALL_LAYERS_PCT=6.134
NETLIST-CELL-TYPE-COUNT=25
FINALSETUPVIOLATIONS=0
ANTENNA_FOUND_INITIAL=0
LEAKAGEPOWER_nW=2.769
INPUT_OUTPUT_BUFFERS=205
VDD_IR_DROP_MAX_mV=0.3646
CTS_BUFFERS=9
DRV_SLEW=0
PROPORTION_OF_POWER_DRAWN_BY_FLIP_FLOPS_AND_LATCHES_PCT=43.2
ANT_NETS=0
CRIT_FANOUT=1
DR_VIAS_CELL=2.956
DP_HPWL_UM=10910
ROUTED_WIRELENGTH_UM=14340
GRT_FIRST_PASS_WIRELENGTH_UM=20380
RSZ_0062_RAISED_AFTER_GLOBAL_ROUTING='false'
NUMBER_OF_REGISTER_PINS_THAT_NO_CLOCK_REACHES=68
END_KIND='output pin'
TRANSITION_TIME_AT_THE_PIN_WITH_THE_LEAST_SLEW_MARGIN_NS=0.5797
PATH_CELLS='clkdlybuf4s50_1'
POWER.SWITCHING_FRACTION_PCT=23.78
CLKTRANSATPATHREGS_NS=0.07
CRIT_PATH_START_KIND='register'
MIN_PERIOD_OVER_PERIOD_PCT=79.63
WORST-ENDPOINT-REQUIRED_NS=1.68
CP.ARRIVAL_NS=1.25
CP_TOP_FAMILY='buffers and inverters'
WORST_SLEW_MARGIN_REL_PCT=61.06
CPMAXSTAGEDELAYCELL='sky130_fd_sc_hd__clkdlybuf4s50_1'
LAYOUT_TOP_CELL_EXCL_FILL_TAP='sky130_fd_sc_hd__clkdlybuf4s50_1'
FLOORPLAN.CORE_AREA_UM2=36700
CELLINTERNALPOWER_mW=3.050
REG2REG_FROM='PRESENT_STATE[3]'
DETAILROUTE.VIA_COUNT=2974
HOLD_PATH_STARTPOINT='Hresetn'
NETLIST_AREA_UM2=3816
LARGEST_NET_DEGREE_AT_THE_START_OF_GLOBAL_ROUTING=38
UNCONSTRAINED_ENDPOINTS=68
FIRST_GLOBAL_VIAS=3106
HOLDPATHEND='PRESENT_STATE[0]'
WORSTSETUPPATHTYPE='register to output pin'
AREA.GROWTH.SYNTH_TO_FINAL_PCT=76.00
YS_CELLS=328
H-TREE-DEPTH=3
CTS_MAX_PATH_BUFFERS=2
COMBINATIONAL_SHARE_OF_POWER_PCT=15.0
SYNTH-WARNING-COUNT=1
FIRST_ITER_VIOLATIONS=81
CRITICAL_PATH.REG2REG.ENDPOINT='PRESENT_STATE[2]'
WL_PER_CELL_UM=14.26
SETUP.REG_TO_REG.WORST_SLACK_NS=1.02
POST_CTS_HOLD_BUFFERS=0
CTS.ROOT.BUFFER_CELL='sky130_fd_sc_hd__clkbuf_16'
CORE.ROWCOUNT=70
STDCELL_AREA_UM2=6716
DRT_DRC_VIOLATIONS_LEFT=0
POWER.DENSITY_CELL_AREA_nW_PER_UM2=595.9
POST-CTS-SETUP-BUFFERS=0
PLACED_CELL_AREA_UM2=6410
DRT_PASS1_ITERATIONS=4
YOSYS_REPORTED_DESIGN_AREA_AFTER_SYNTHESIS_UM2=3816
RUN_STATUS='completed'
GP_CONGESTION=0.7575
NUMSYNTHFLOPS=146
MOST-COMMON-LAYOUT-CELLS='204 x sky130_fd_sc_hd__clkdlybuf4s50_1, 76 x sky130_fd_sc_hd__dfxtp_1, 69 x sky130_fd_sc_hd__and2_1, 68 x sky130_fd_sc_hd__dlxtn_1'
DIE_H_UM=213
FINISH.UTILIZATION_PCT=18.30
-- flip-flops by register name, summed over array words and instances (netlist names) --
register	cells
Penable	1
Paddr	32
PRESENT_STATE	8
Pwrite_temp	1
Pwrite	1
Paddr_temp	32
Pselx	3
Pwdata	32
Hreadyout	1
Pselx_temp	3
Pwdata_temp	32
-- Yosys cell counts --
cell type | n | area [um^2]
sky130_fd_sc_hd__o21ai_0 | 1 | 5.000
sky130_fd_sc_hd__dlxtn_1 | 68 | 1020
sky130_fd_sc_hd__or2_2 | 1 | 6.260
sky130_fd_sc_hd__buf_4 | 3 | 22.52
sky130_fd_sc_hd__a21boi_1 | 3 | 22.52
sky130_fd_sc_hd__inv_1 | 3 | 11.26
sky130_fd_sc_hd__o32ai_1 | 1 | 8.760
sky130_fd_sc_hd__and3b_1 | 1 | 8.760
sky130_fd_sc_hd__nor3b_1 | 2 | 15.01
sky130_fd_sc_hd__a21o_1 | 32 | 240.2
sky130_fd_sc_hd__clkbuf_1 | 7 | 26.28
sky130_fd_sc_hd__nor2_4 | 1 | 11.26
sky130_fd_sc_hd__a31o_2 | 1 | 8.760
sky130_fd_sc_hd__and2_1 | 69 | 431.7
sky130_fd_sc_hd__nand2_1 | 2 | 7.510
sky130_fd_sc_hd__or3_4 | 1 | 11.26
sky130_fd_sc_hd__o211ai_1 | 1 | 7.510
sky130_fd_sc_hd__nor2b_1 | 1 | 6.260
sky130_fd_sc_hd__a22o_1 | 32 | 280.3
sky130_fd_sc_hd__nor3_1 | 3 | 15.01
sky130_fd_sc_hd__a21oi_1 | 2 | 10.01
sky130_fd_sc_hd__or3b_1 | 2 | 17.52
sky130_fd_sc_hd__dfxtp_1 | 78 | 1562
sky130_fd_sc_hd__buf_2 | 9 | 45.04
sky130_fd_sc_hd__nor2_1 | 4 | 15.01
-- power by group through the flow --
stage	Clock [mW]	Combinational (mW)	Sequential (mW)
6_report	1.67	0.602	1.73
4_1_cts	1.79	0.625	1.73
5_1_grt	1.84	0.661	1.74
-- logic make-up (layout without fill, tap and decap cells) --
family	count (synthesis)	after routing	synth area share, %
buffers and inverters	22	231	2.754
flip-flops	78	78	40.92
AND/OR/NAND/NOR	87	87	14.29
AND-OR/OR-AND	73	73	15.28
latches	68	68	26.73
other	0	1	0
-- worst max path at each step --
stage             from       end  slack [ns]
CTS           Paddr[3]  Paddr[3]        0.39
finish          Pwrite    Pwrite        0.43
global route    Pwrite    Pwrite        0.39
-- through the flow --
stage | hold slack [ns] | instances | setup slack, ns
final | 0.3299 | 1006 | 0.4278
after global routing | 0.3288 | 1005 | 0.3864
after CTS | 0.3003 | 1005 | 0.3905
after detailed placement | 0.4566 | 989 | 0.6046
after global placement | 0.4565 | 989 | 0.5463
after floorplan | 0.4362 | 328 | 1.057
-- routing by layer --
metal | track usage [%] | vias up | wire length, um
li1 | - | 1497 | -
met1 | 7.609 | 1373 | 6071
met2 | 10.36 | 95 | 6973
met3 | 2.076 | 9 | 1086
met4 | 0.8370 | 0 | 212
met5 | 0 | - | 0
-- final cells by class --
| class | instances | area (um^2) |
|---|---|---|
| timing repair buffer | 212 | 2100 |
| inverter | 3 | 11.26 |
| clock buffer | 9 | 225.2 |
| sequential | 146 | 2585 |
| tap | 468 | 585.6 |
| antenna | 1 | 2.502 |
| clock inverter | 7 | 78.83 |
| multi-input combinational | 160 | 1129 |
| fill | 3978 | 29980 |
Power figures rest on the tool's default switching activity, not on a simulated workload.
